==> /design/flow/design.v <==
`timescale 1ns / 1ps
module dual_counter_with_overflow_clock (
    input wire clk,            
    input wire rst,           
    output reg [3:0] counter1,      
    output reg [7:0] counter2,      
    output reg overflow2            
);
wire overflow1;
always @(posedge clk or posedge rst) begin
        if (rst) 
        begin
            counter1 <= 4'b0000;    
        end 
        else if (counter1 == 4'b1111) 
        begin
            counter1 <= 4'b0000;     
        end 
        else 
        begin
            counter1 <= counter1 + 1;      
        end
    end
    assign overflow1 = (counter1 == 4'b1111);
    always @(posedge overflow1 or posedge rst) begin
        if (rst) begin
            counter2 <= 8'b00000000;   
            overflow2 <= 1'b0;         
        end else if (counter2 == 8'b11111111) begin
            counter2 <= 8'b00000000;  
            overflow2 <= 1'b1;          
        end else begin
            counter2 <= counter2 + 1;       
            overflow2 <= 1'b0;         
        end
    end
endmodule
==> /design/flow/run.sh <==
#!/bin/bash
# OpenROAD 26Q1-2900-gdf79404cd8, Yosys 0.63+post, stock flow scripts
make -C /OpenROAD-flow-scripts/flow DESIGN_CONFIG=/design/flow/config.mk WORK_HOME=/design/flow/orfs finish
==> /design/flow/config.mk <==
export PLATFORM = sky130hd
export DESIGN_NAME = dual_counter_with_overflow_clock
export DESIGN_NICKNAME = dual_counter_with_overflow_clock
export VERILOG_FILES = /design/flow/design.v
export SDC_FILE = /design/flow/constraint.sdc
export NUM_CORES = 4
export LEC_CHECK = 1
export CORE_AREA = 10 10 73 73
export DIE_AREA = 0 0 83 83
==> /design/flow/constraint.sdc <==
current_design dual_counter_with_overflow_clock

set clk_period 1.1
set clk_io_pct 0.2

create_clock -name clk0 -period $clk_period [get_ports {clk}]

set non_clock_inputs [all_inputs -no_clocks]
set_input_delay [expr $clk_period * $clk_io_pct] -clock clk0 $non_clock_inputs
set_output_delay [expr $clk_period * $clk_io_pct] -clock clk0 [all_outputs]
==> impl_metrics.yaml <==
# synthesis and place-and-route metrics
outcome:
  status: "finished clean"
routing:
  drc_errors: 0
  vias: 411
  wl_per_cell_um: 10.4
  avgViaCountPerCell: 3.57
  firstDrtPassIters: 3
  routed_wl_mm: 1.20
  antenna_cells: 0
  drtAntennaViolNets: 0
  drtIter0Drc: 6
clock_tree:
  cts_buffer_depth: 2
  path_clk_slew_ps: 30
  h-tree-depth: 1
  cts_buffers: 3
  ctsRootBufferMaster: "clkbuf_8"
  cts_tree: "yes"
  clkLatencyLatePin_ps: 220
finish:
  layout_top_cell: "clkdlybuf4s50_1"
  layout-drive-gt1-share_pct: 16.4
  area_growth_pct: 55.9
  final_cell_mix: "clkdlybuf4s50_1 (10), dfrtn_1 (9), nand3_1 (5), buf_4 (5)"
  fillCellCount: 420
  final_cell_area_sq_um: 810
pwr:
  p_comb_share_pct: 3.3
  p_int_uw: 387
  switching_share_pct: 18.6
  seqPwrFrac_pct: 31.1
  pwr-share-clk_pct: 65.6
  peakVddDrop_v: 0.000662
  p_sw_uw: 88.3
  leakage_uw: 0.000368
  power.density_nw_per_um2: 588
  power_uw: 476
yosys:
  synth_area_per_cell_sq_um: 11.5
  synth-area-yosys_sq_um: 519
  netlist_instances: 45
  numSynthFlops: 13
  synth_seq_share_pct: 62.7
  flop_cell: "dfrtn_1"
  edf_count: 0
  ys_async_sr_fraction_pct: 100
  yosys-stat-cells: 45
  netlist_area_sq_um: 519
  ys_types: 17
  yosysWarnings: 1
global_routing:
  grt_antenna_before_repair: 0
  grt.overflow.total: 0
  grt_pass1_vias: 448
  grt_max_degree: 10
  grt_pass1_wl_mm: 2.14
  grt_usage_pct: 3.46
hold_path:
  min_path_type: "primary input to async pin"
floorplan:
  fp_util_pct: 13.9
  core_sq_um: 3740
  pin_count: 15
  num_rows: 22
  die_y_um: 83
  die_w_um: 83
  chipArea_sq_um: 6890
job:
  warnings: 25
  max_cap_viol_count: 0
worst_setup_path:
  timing.rr.end: "counter1[3]$_DFF_PP0_"
  crit_required_ps: 880
  critPathMaxFanout: 2
  path_delay_family: "flip-flops"
  critPathBufInv: 1
  rrSetupSlack_ps: 80
  cp_slowest_stage_delay_ps: 370
  critPathKind: "register to output port"
  reg2regPathDepth: 5
  endpoint_kind: "output port"
  rr_startpoint: "counter1[0]$_DFF_PP0_"
  cp_cell_sequence: "dlygate4sd2_1"
  critPathLaunchType: "register"
  critPathSlowestCell: "dfrtp_1"
  arrival_ps: 840
timing:
  worst_pin_slew_ps: 493
  finalWorstSetupSlack_ps: 42.0
  setup_viol: 0
  finalHoldViolCount: 0
  tns_ps: 0
  slew_headroom_pct: 66.9
  final.period_utilization_pct: 96.2
  clock_skew_ps: 1.07
  max_freq_mhz: 945
  untimed_endpoints: 18
  hold_ws_ps: 209
  unclocked_pins: 9
  rsz0062_at_grt: "no"
  min_period_ps: 1060
  slew_viol_final: 0
placed_design:
  dpl.hpwl_um: 890
  gp_congestion: 0.737
  io_buffers: 14
  placed_area_sq_um: 742
  dp_slack_ps: -3.85
## kinds of logic after synthesis
logic type / synth area share, %
simple gates: 12.5
buf+inv: 1.45
flops: 62.7
xor+xnor: 8.44
compound gates: 10.1
fa+ha+maj: 4.82
## cells in the mapped netlist, drive strengths merged (2+ instances only)
cell type	count	area, sq um
a21oi	3	15.0
dfrtn	9	225
dfrtp	4	100
ha	2	25.0
inv	2	7.51
nand2	4	15.0
nand3	5	25.0
nor2	2	7.51
o21ai	3	15.0
xnor2	2	17.5
xor2	3	26.3
## stage by stage
step / instances / util (%)
2_1_floorplan: 45 / -
3_3_place_gp: 110 / 19.8
3_5_place_dp: 110 / 19.8
4_1_cts: 115 / 21.3
5_1_grt: 115 / 21.6
6_report: 115 / 21.6
## power groups by stage
stage | Combinational [uW] | Sequential (uW) | Clock, uW
CTS | 16.5 | 148 | 319
finish | 15.6 | 148 | 312
global route | 18.4 | 148 | 331
## metal layers
layer	track usage, %	vias up	part of all wire, %	wire length [um]
met1	4.92	195	48	576
met2	4.47	13	41	491
li1	-	203	-	-
met4	0.615	0	0	0
met3	1.87	0	11	129
met5	0	-	0	0
## worst max path at each step
stage / slack [ps] / depth (start not counted) / start / to
final: 40 / 1 / counter1[2]$_DFF_PP0_ / counter1[2]
after global routing: 7 / 1 / counter1[3]$_DFF_PP0_ / counter1[3]
after CTS: 20 / 5 / counter1[0]$_DFF_PP0_ / counter1[3]$_DFF_PP0_
## registers in the layout, summed over array words and instances (netlist names)
register   flops
counter2       8
overflow2      1
counter1       4
## area by class of cell
type	instances	area [sq um]	share of cell area, %
repair buffers	19	173	21.3
inverters	2	7.51	0.927
clock buffers	3	41.3	5.10
multi-input cells	30	203	25.0
flip-flops and latches	13	325	40.2
well taps	48	60.1	7.42
## what timing repair did
action,CTS,global route
buffers inserted,2,0
hold buffers,0,0
endpoints found under the hold margin,0,0
endpoints found under the setup margin,4,1
resized,5,4
No activity file was given, so power comes from the tool's default toggle rates.
